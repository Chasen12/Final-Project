[./run.sh]
#!/bin/bash
# OpenROAD 26Q1-2900-gdf79404cd8, Yosys 0.63+post, stock flow scripts
make -C /OpenROAD-flow-scripts/flow DESIGN_CONFIG=/design/flow/config.mk WORK_HOME=/design/flow/orfs finish
[./design.v]
module flopren(input  logic       clk,
               input  logic       reset,
               input  logic       en, 
               input  logic [29:0] d, 
               output logic [29:0] q);
  always_ff @(posedge clk, posedge reset)
    if      (reset) q <= 4'b0;
    else if (en)    q <= d;
endmodule
module fdiv (input  logic [31:0] N, D,
			input  logic [1:0] c1,
			input  logic [5:0] op,
			input  logic rm,
			input  logic reset,
			input  logic clk ,
            output logic [31:0] Q);
logic [29:0] ia;
logic [29:0] ina ;
logic [29:0] inb ;
logic [29:0] regc;
logic [29:0] rega;
logic [29:0] regb;
logic [29:0] regd;
logic [59:0] mult_output;
logic [59:0] comp_output;
logic [29:0] Nf;
logic [29:0] Df;
logic [29:0] rem;
logic [29:0] prem;
logic [29:0] rn;
logic [29:0] rz;
logic [29:0] mat;
logic [29:0] trunc;
logic [29:0] inc;
logic [29:0] dec;
logic [29:0] rne;
logic [1:0] rzd;
logic [7:0] ne;
logic sl1;
logic [7:0] nd;
logic [7:0] ned;
logic [7:0] ndd;
assign Nf = 30'b100000000000000000000000000000 | {N[22:0], 6'b0};
assign Df = 30'b100000000000000000000000000000 | {D[22:0], 6'b0};
assign ia = 30'b011000000000000000000000000000;
assign ne = N[30:23] - D[30:23] ;
assign nd = D[30:23] - N[30:23];
assign sl1 = D[30:23] > N[30:23];
assign ned = ne + 8'b01111111;
assign ndd = 8'b01111111 - nd;
mux2a mux2a ((ned), (ndd), sl1, Q [30:23]);
mux4 muxA (ia, regc, rega, prem, op[1:0], ina);
mux4 muxB (Nf, Df, rega, regb, c1, inb);
mux4 muxRN (trunc, dec, inc, rne, rzd, rn);
flopren RA (clk, reset, op [4], mult_output [58:29], rega);
flopren RC (clk, reset, op [2], comp_output [58:29], regc);
flopren RB (clk, reset, op [3], mult_output [58:29], regb);
flopren RD (clk, reset, op [5], mult_output [59:30], regd);
assign mult_output = ina * inb;
assign comp_output  = ~mult_output;
assign rem = regd - Nf;
assign trunc = rega + 30'b000000000000000000000000010000;
assign inc = rega + 30'b000000000000000000000001010000;
assign dec = rega + 30'b111111111111111111111111001111;
assign Q [31] = N[31] ^ D[31];
assign Q [22:0] = rn [28:5];
always @(*)
  begin
    case ({rega[6], rem[29:28], rm})
      4'b0000  : rzd <= 0;	
      4'b0001  : rzd <= 0;
      4'b0010  : rzd <= 0;
      4'b0011  : rzd <= 0;
	  4'b0100  : rzd <= 0;
	  4'b0101  : rzd <= 0;
      4'b0110  : rzd <= 0;
      4'b0111  : rzd <= 1;
	  4'b1000  : rzd <= 3;	
      4'b1001  : rzd <= 0;
      4'b1010  : rzd <= 2;
      4'b1011  : rzd <= 0;
	  4'b1100  : rzd <= 0;
	  4'b1101  : rzd <= 0;
      4'b1110  : rzd <= 0;
      4'b1111  : rzd <= 0;
      default : rzd <= 0; 
    endcase
  end
endmodule
module mux2a(input  logic [7:0] d0, d1, 
            input  logic       s,
            output logic [7:0] y);
   assign y = s ? d1 : d0; 
endmodule
module mux4(input  logic [29:0] d0, d1, d2, d3,
            input  logic [1:0] s,
            output logic [29:0] y);
   assign y = s[1] ? (s[0] ? d3 : d2) 
                   : (s[0] ? d1 : d0); 
endmodule
[./config.mk]
export PLATFORM = sky130hd
export DESIGN_NAME = fdiv
export DESIGN_NICKNAME = fdiv
export VERILOG_FILES = /design/flow/design.v
export SDC_FILE = /design/flow/constraint.sdc
export NUM_CORES = 4
export LEC_CHECK = 1
export CORE_UTILIZATION = 40
[./constraint.sdc]
current_design fdiv

set clk_period 15.1
set clk_io_pct 0.2

create_clock -name clk0 -period $clk_period [get_ports {clk}]

set non_clock_inputs [all_inputs -no_clocks]
set_input_delay [expr $clk_period * $clk_io_pct] -clock clk0 $non_clock_inputs
set_output_delay [expr $clk_period * $clk_io_pct] -clock clk0 [all_outputs]
==> run notes <==
On the backend side, the flow ran end to end.

The flow ran to the end, and the final reports show no timing, DRC or antenna violations. The post-synth count of flops with an enable pin is 0. The maximum count of clock buffers along a single path stands at 2. The total I/O pin count stands at 107.

The final RePlAce weighted congestion stands at 1.07. The post-cts sizing count stands at 0. The number of different library cells in the post-synthesis netlist stands at 76. The post-CTS setup-driven buffer insertion count stands at 0. The sum of overflow across all layers after global routing stands at 0.

The synth_stat.txt file lists the number of cells as 4107. Of the cells placed in the final design, the portion with a size suffix greater than 1 is 0.0654. The clock period could shrink to 12.20 ns. The post-synth area from yosys stat stands at 35600 µm². The worst setup path is launched from an input port. The post-placement worst setup slack stands at 2.68 ns.

The fraction of the cycle the final worst path needs stands at 0.808. The total half-perimeter wirelength after legalization and detailed placement stands at 93.9 mm. After synthesis, the mean cell area works out to 8.66 µm².

The quantity of I/O buffers inserted on ports stands at 106. The CTS clock-pin slew for the worst setup and hold paths stands at 0.06 ns. In the synthesized netlist, the dominant kind of combinational cell is adder cells. The end-of-flow timing check tallies setup violations at 0. TritonCTS built the clock tree. The initial cell density of the core stands at 0.407. The number of CTS-inserted buffers stands at 17. The simple logic cell fraction of the synthesized area stands at 0.147.

The number of vias per cell after detailed routing stands at 5.36. The root buffer cell chosen for the clock tree is sky130_fd_sc_hd__clkbuf_16. By startpoint and endpoint, the worst setup path is classified as in -> reg. The parity-gate share of the synthesized area counting xor and xnor cells stands at 0.0153. The cell-mix breakdown from Yosys lists the compound-gate area share as 0.0714.

The max-slew violation count stands at 0. The transition time recorded at the tightest slew-check pin is 1.11 ns. The final layout contains routed wiring with a total length of 121 mm.

Summed over all failing endpoints, the final setup total negative slack is 0 ns. The placeable core region stands at 87400 µm². Per the synthesis report, the adder-cell share of the synthesized area is 0.539. The initial antenna violation count is 1. The worst-case max-slew headroom was logged as 0.263. The violation tally from detailed-route iteration zero stands at 1639.

The clock skew stands at 0.0114 ns. The routed design shows a wire length per standard cell of 22.7 µm. STA lists the maximum fanout along the critical path as 39. Endpoints failing hold in the final report were tallied at 0. The die width stands at 300 µm. The chip footprint stands at 90100 µm². Nets still carrying antenna violations after routing amount to 0. Across all layers, the routed design uses 28402 vias.

Summing all multiplexer cells gives an area fraction of 0.0352. The first global-routing pass estimated 184 mm of wire. The filler cell count in the final layout stands at 8547. The share of the yosys chip area belonging to registers stands at 0.0802.

The max capacitance violation total stands at 0. The arrival time at the worst endpoint stands at 12.52 ns.

The worst setup slack after layout stands at 2.90 ns. The number of warnings in the stage logs stands at 28.

The post-place instance area stands at 38100 µm². The total number of yosys warnings stands at 62.

The cell count after synthesis stands at 4107. Per the detail_route report, DRC violations left total 0. The H-tree depth reported by CTS stands at 4.

Entering global routing, the biggest net connects 62 pins. The finished cells cover 38700 µm². According to the report, the first pass of detailed routing completed in 5 iterations. The flow measured a signed area growth from synthesis to layout of 8.86%. The cts-stage hold buffer count stands at 0. Hold analysis shows the worst path with a depth of 1. The area of the mapped netlist stands at 35600 µm². Clock tree synthesis found a total of 114 sinks.

Logic depth along the worst register-to-register path is recorded as 25. The y dimension of the die stands at 300 µm. The tightest min-delay check is of the reg -> reg type. Setup repair after global routing left no endpoint under its margin. The clock latency reported for the late side of the worst-skew pair stands at 0.43 ns. The number of flip-flops and latches in the synthesized netlist stands at 114. The via count of the first global-routing pass was 30043. The number of rows created at floorplan stands at 108.

For this run, the leading register cell type out of synthesis is sky130_fd_sc_hd__dfrtp_1. For this run, asynchronously set or reset flops after synthesis account for 1.00. The overall fraction of global-route tracks in use stands at 0.294. At the worst endpoint, the required time is 15.42 ns.

STA classifies the critical path endpoint as a flip-flop. The highest clock frequency the design can meet stands at 82.0 MHz.
worst max-delay path: stages:
cell	delay (ns)
sky130_fd_sc_hd__buf_2	0.08
sky130_fd_sc_hd__buf_4	0.38
sky130_fd_sc_hd__buf_4	0.44
sky130_fd_sc_hd__o21a_1	0.93
sky130_fd_sc_hd__nand2_1	0.19
sky130_fd_sc_hd__fa_1	0.55
sky130_fd_sc_hd__fa_1	0.53
sky130_fd_sc_hd__fa_1	0.47
sky130_fd_sc_hd__fa_1	0.54
sky130_fd_sc_hd__inv_1	0.05
sky130_fd_sc_hd__fa_1	0.59
sky130_fd_sc_hd__fa_1	0.44
sky130_fd_sc_hd__fa_1	0.52
sky130_fd_sc_hd__inv_1	0.06
sky130_fd_sc_hd__fa_1	0.47
sky130_fd_sc_hd__inv_1	0.04
sky130_fd_sc_hd__ha_1	0.35
sky130_fd_sc_hd__a21oi_1	0.24
sky130_fd_sc_hd__a21oi_1	0.09
sky130_fd_sc_hd__nor2_1	0.22
sky130_fd_sc_hd__nor2_1	0.10
sky130_fd_sc_hd__a311oi_1	0.71
sky130_fd_sc_hd__o21ai_1	0.47
sky130_fd_sc_hd__a21oi_1	0.39
sky130_fd_sc_hd__o21ba_2	0.18
sky130_fd_sc_hd__xnor2_1	0.11
sky130_fd_sc_hd__mux2_2	0.29
layer usage:
| layer | global-route usage | vias up | share of wire |
|---|---|---|---|
| met3 | 0.129 | 294 | 0.11 |
| met2 | 0.453 | 1288 | 0.47 |
| li1 | - | 12435 | - |
| met5 | 0 | - | 0 |
| met1 | 0.382 | 14385 | 0.37 |
| met4 | 0.0988 | 0 | 0.046 |
final timing paths:
kind                            startpoint  slack [ns]       end
max in group asynchronous            reset       11.16   RC.q[4]
worst min register to register    RB.q[24]        0.51  RB.q[24]
worst max register to register     RA.q[6]        5.67  RD.q[24]
min in group asynchronous            reset        2.92  RA.q[27]
worst max-delay path                 c1[0]        2.90  RD.q[24]
worst min-delay path              RB.q[24]        0.51  RB.q[24]
registers in the layout, indices dropped and copies added, names as in the netlist:
signal / cells
RC.q: 30
RD.q: 24
RB.q: 30
RA.q: 30
kinds of logic (layout without fill, tap and decap cells):
logic type,Yosys count,after routing
AND/OR/NAND/NOR,1291,1291
adder cells (fa/ha/maj),1063,1063
buffers and inverters,1056,1092
AND-OR/OR-AND,410,410
flip-flops,114,114
multiplexers,111,111
XOR/XNOR,62,62
other,0,2
Yosys cell counts (27+ instances only):
cell type	number	area (µm²)
sky130_fd_sc_hd__fa_1	781	15600
sky130_fd_sc_hd__a21oi_1	117	586
sky130_fd_sc_hd__clkbuf_1	199	747
sky130_fd_sc_hd__o21ai_0	104	521
sky130_fd_sc_hd__ha_1	282	3530
sky130_fd_sc_hd__mux2_2	81	912
sky130_fd_sc_hd__xnor2_1	35	307
sky130_fd_sc_hd__inv_1	840	3150
sky130_fd_sc_hd__xor2_1	27	236
sky130_fd_sc_hd__dfrtp_1	114	2850
sky130_fd_sc_hd__nand2_1	544	2040
sky130_fd_sc_hd__nor2_1	596	2240
sky130_fd_sc_hd__o21a_1	49	368
sky130_fd_sc_hd__a21o_1	34	255
cell usage in the layout, fill, tap and decap left out, types with 78 or more instances in the layout:
cell,synthesis,layout
sky130_fd_sc_hd__a21oi_1,117,117
sky130_fd_sc_hd__buf_4,0,114
sky130_fd_sc_hd__clkdlybuf4s50_1,0,102
sky130_fd_sc_hd__dfrtp_1,114,114
sky130_fd_sc_hd__fa_1,781,781
sky130_fd_sc_hd__ha_1,282,282
sky130_fd_sc_hd__inv_1,840,839
sky130_fd_sc_hd__mux2_2,81,81
sky130_fd_sc_hd__nand2_1,544,544
sky130_fd_sc_hd__nor2_1,596,596
sky130_fd_sc_hd__o21ai_0,104,78
stage by stage:
stage,utilization,hold WS (ns),cells
3_5_place_dp,0.436,0.495,5266
6_report,0.443,0.506,5300
4_1_cts,0.443,0.509,5298
5_1_grt,0.443,0.516,5298
3_3_place_gp,0.436,0.489,5266
2_1_floorplan,-,0.475,4107
layout make-up:
class / count / area (µm²) / share of cell area
clock inverter: 13 / 124 / 0.00320
tap: 1155 / 1450 / 0.0373
inverter: 840 / 3160 / 0.0815
antenna: 2 / 5.00 / 0.000129
multi-input combinational: 2937 / 28800 / 0.743
clock buffer: 19 / 453 / 0.0117
sequential: 114 / 2850 / 0.0737
timing repair buffer: 220 / 1900 / 0.0490
