## design/flow/design.v

```verilog
module mux2(input  logic [29:0] d0, d1, 
            input  logic       s,
            output logic [29:0] y);
   assign y = s ? d1 : d0; 
endmodule
```

## design/flow/run.sh

```bash
#!/bin/bash
# OpenROAD 26Q1-2900-gdf79404cd8, Yosys 0.63+post, stock flow scripts
make -C /OpenROAD-flow-scripts/flow DESIGN_CONFIG=/design/flow/config.mk WORK_HOME=/design/flow/orfs finish
```

## design/flow/config.mk

```make
export PLATFORM = sky130hd
export DESIGN_NAME = mux2
export DESIGN_NICKNAME = mux2
export VERILOG_FILES = /design/flow/design.v
export SDC_FILE = /design/flow/constraint.sdc
export NUM_CORES = 4
export LEC_CHECK = 1
export CORE_AREA = 10 10 70 70
export DIE_AREA = 0 0 80 80
```

## design/flow/constraint.sdc

```tcl
current_design mux2

set clk_period 1.0
set clk_io_pct 0.2

create_clock -name clk0 -period $clk_period

set non_clock_inputs [all_inputs -no_clocks]
set_input_delay [expr $clk_period * $clk_io_pct] -clock clk0 $non_clock_inputs
set_output_delay [expr $clk_period * $clk_io_pct] -clock clk0 [all_outputs]
```

==> Slide: Implementation Results <==
Flow Results at a Glance

Outcome
  • Result of the run: finished, violations left
  • Violations in the final reports: negative setup slack

Placement
  • Number of port buffers: approximately 90
  • Global placer's final weighted congestion: between 0.7 and 0.8

Floorplanning
  • Die W: 80 um
  • Area of the core region: roughly 3400 um2
  • Number of top-level pins: approximately 90
  • Die ar.: around 6400 um2
  • Initial Utilization: 14.2%
  • Die outline height: around 80 um
  • Number of cell rows: 21

STA
  • Sum Neg Setup Slack: -2070 ps
  • Setup violators final: 30
  • Unrepaired setup endpoints after global routing: true
  • Max Clock Freq: between 900 and 1000 MHz
  • Number of hold violations in the final report: 0
  • Number of slew-limit violations in the final report: 0
  • Post-layout worst setup margin: -78.5 ps
  • Ratio of final minimum period to clock period: 108%
  • Shortest period the worst path allows: between 1000 and 1500 ps
  • Slew at the pin with the worst max-slew slack: just over 80 ps
  • Max-Slew Margin vs Limit: 94.5%

Global route
  • Wire length of the first global-routing pass: approximately 3800 um
  • Vias in the first global route: 729
  • Largest net degree at the start of global routing: 10
  • Number of antenna violations at the first check in global routing: 0
  • Global routing usage summed across all routing layers: 7.46%
  • Total congestion overflow after global routing: 0

Final layout
  • Layout cells sized above 1: 52.0%
  • Area of the multi-input gates: around 450 um2
  • Count of sequential standard cells: 0
  • Footprint of the flip-flops and latches: 0 um2
  • Number of clock buffer instances in the layout: 0
  • Area Overhead vs Synth: 194%
  • Number of fill cells: approximately 370

Synthesis
  • Synth area leaders: sky130_fd_sc_hd__mux2_4 93%, sky130_fd_sc_hd__buf_6 7.0%
  • Chip area estimate from yosys synthesis: between 400 and 500 um2
  • Cell with the most instances after synthesis: sky130_fd_sc_hd__mux2_4
  • List of most frequent post-synthesis cells: 30 x sky130_fd_sc_hd__mux2_4, 3 x sky130_fd_sc_hd__buf_6
  • Yosys cell count: 33
  • Post-synthesis cell type with the largest combined area: sky130_fd_sc_hd__mux2_4
  • Warnings from Yosys: 0
  • Cell count after synthesis: 33
  • Netlist area before placement: just under 500 um2
  • Unique cell type count in the Yosys netlist: 2
  • Largest type area fraction: just over 90%
  • Syn_area_per_cell: ~15 um2
  • Sequential-to-total area share from yosys stat: 0%

Route
  • Via count of the routed design: 637
  • Detailed Routing Iterations Pass 1: 2
  • Diode count: 0
  • Violation count after the first detailed-routing iteration: 14
  • Routed wire per std cell: 15.1 um
  • Drt drc: 0
  • Via density per instance: around 3.7
  • Number of nets with antenna violations after routing: 0
  • Final WL: between 2000 and 3000 um

Power
  • Cell leakage power: 0.000776 uW
  • Power Dens Cells: about 400 nW/um2
  • VDD IR-drop max: 0.128 mV
  • Total power: between 500 and 600 uW

Setup path
  • Worst Path Class, Setup: primary input to primary output
  • Setup crit end kind: primary output
  • Crit path DAT: 880 ps
  • Top fanout value on the critical path: 9
  • Required time of the worst setup path: about 800 ps
  • Type of element launching the critical path: primary input

Clock network
  • Number of buffers added for setup after CTS: 0
  • CTS hold repair buffers: 0

Job
  • Total of max-cap violations: 0
  • Number of warnings in the stage logs: 34

Min path
  • Min-Delay Path Class: primary input to primary output
[routing by layer]
metal  vias up  GRT usage (%)  wire length (um)
met5         -              0                 0
met4         0              0                 0
met3         0           2.84               257
met2        33           14.8              1540
met1       289           7.45               790
li1        315              -                 -
[critical path, stage by stage]
cell	delay, ps
sky130_fd_sc_hd__buf_12	120
sky130_fd_sc_hd__buf_12	140
sky130_fd_sc_hd__mux2_4	300
sky130_fd_sc_hd__buf_6	110
[final timing paths]
kind / to / from / slack [ps] / depth (start not counted)
setup / recovery: y[25] / s / -80 / 4
hold / removal: y[19] / d0[19] / 790 / 3
[placed cells by master, fill, tap and decap left out, drive strengths merged]
cell type / instances
buf: 35
dlygate4sd2: 60
mux2: 30
[final cells by class]
class                           instances  share of cell area (%)
Multi-Input combinational cell         30                    31.6
Tap cell                               46                    4.04
Timing Repair Buffer                   95                    64.3
[what timing repair did]
item / CTS / global route
resized: 172 / 6
gates cloned: 2 / 0
setup endpoints to repair: 30 / 30
[logic make-up after synthesis]
| family | Yosys count | share of synthesized area (%) |
|---|---|---|
| buf+inv | 3 | 6.98 |
| mux | 30 | 93.0 |
[through the flow]
step / hold WS, ps / std cells / instance area (um2) / util (%) / setup WS (ps)
after CTS: 801 / 171 / 1390 / 40.6 / -86.2
final: 794 / 171 / 1420 / 41.7 / -78.5
after global placement: 1320 / 169 / 1450 / 42.6 / -491
after global routing: 808 / 171 / 1420 / 41.7 / -102
after floorplan: 502 / 33 / 484 / - / 172
after detailed placement: 1320 / 169 / 1450 / 42.6 / -499
[power by group]
| part | internal [uW] | switching (uW) | total (uW) |
|---|---|---|---|
| Combinational | 431 | 123 | 554 |
| Sequential | 0 | 0 | 0 |
| Clock | 0 | 0 | 0 |
| Total | 431 | 123 | 554 |
Power figures rest on the tool's default switching activity, not on a simulated workload.
